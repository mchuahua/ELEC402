===== ./config.mk =====
export PLATFORM = sky130hd
export DESIGN_NAME = fsm
export DESIGN_NICKNAME = fsm
export VERILOG_FILES = /design/flow/design.v
export SDC_FILE = /design/flow/constraint.sdc
export NUM_CORES = 4
export LEC_CHECK = 1
export CORE_UTILIZATION = 30

===== ./constraint.sdc =====
current_design fsm

set clk_period 9.2
set clk_io_pct 0.2

create_clock -name clk0 -period $clk_period [get_ports {clk}]

set non_clock_inputs [all_inputs -no_clocks]
set_input_delay [expr $clk_period * $clk_io_pct] -clock clk0 $non_clock_inputs
set_output_delay [expr $clk_period * $clk_io_pct] -clock clk0 [all_outputs]

===== ./design.v =====
module fsm
#(
    parameter CORRECT_PIN = 14'd1234,
    parameter SAVINGS_FUNDS_AMOUNT = 14'd1000,
    parameter CHEQUING_FUNDS_AMOUNT = 14'd25
)
(
    input logic clk,                             
    input logic rst,                             
    input logic bank_card_insert,                
    input logic deposit_withdrawal_selection,    
    input logic account_selection,               
    input logic [13:0] amount,                   
    input logic [13:0] pin,                      
    output logic open_atm_dispense,              
    output logic open_atm_receive,              
    output logic ready                           
);
    localparam WITHDRAWAL = 1'b0;
    localparam DEPOSIT = 1'b1;
    localparam CHEQUING = 1'b0;
    localparam SAVINGS = 1'b1;
    logic [13:0] savings_local;
    logic [13:0] chequing_local;
    logic [13:0] pin_local;
    enum {
        idle,                        
        pin_check,                   
        select_deposit_withdrawal,   
        deposit_account_selection,   
        deposit_cash_or_check,       
        open_atm_in,                 
        withdrawal_account_selection, 
        withdrawal_amount_selection, 
        withdraw_chequing,           
        withdraw_savings,            
        insufficient_funds_check,    
        open_atm_out,                
        withdraw_card                
    } state, next_state;
    always_comb begin
        case(state)
            open_atm_out:       next_state = withdraw_card;
            open_atm_in:        next_state = withdraw_card;
            withdraw_chequing:  next_state = insufficient_funds_check;
            withdraw_savings:   next_state = insufficient_funds_check;
            default:            next_state = state;
        endcase
    end
    always@(posedge clk) begin
        if (rst) begin
            open_atm_dispense <= 1'b0;
            open_atm_receive <= 1'b0;
            {savings_local, chequing_local, pin_local} <= {SAVINGS_FUNDS_AMOUNT, CHEQUING_FUNDS_AMOUNT, CORRECT_PIN};
            state <= idle;
        end
        else begin
            case(state)
                idle: begin
                    if (bank_card_insert) begin
                        state <= pin_check;
                    end
                end
                pin_check: begin
                    if (pin == pin_local) begin
                        state <= select_deposit_withdrawal;
                    end
                    else begin
                        state <=  idle;
                    end
                end
                select_deposit_withdrawal: begin
                    if (deposit_withdrawal_selection == WITHDRAWAL) begin
                        state <= withdrawal_account_selection;
                    end
                    else begin
                        state <= deposit_account_selection;
                    end
                end
                deposit_account_selection: begin
                    if (account_selection == CHEQUING)
                        chequing_local = chequing_local + amount;
                    else begin
                        savings_local = savings_local + amount;
                    end
                        state <= deposit_cash_or_check;
                end
                deposit_cash_or_check: begin
                    state <= open_atm_in;
                    open_atm_receive = 1;
                end
                withdrawal_account_selection: begin
                    if(account_selection == CHEQUING) begin
                        state <= withdraw_chequing;
                    end
                    else begin
                        state <= withdraw_savings;
                    end
                end
                insufficient_funds_check: begin
                    if (account_selection == CHEQUING && amount <= chequing_local) begin
                        state <= open_atm_out;
                        chequing_local = chequing_local - amount;
                        open_atm_dispense = 1;
                    end
                    else if (account_selection == SAVINGS && amount <= savings_local) begin
                        state <= open_atm_out;
                        savings_local = savings_local - amount;
                        open_atm_dispense = 1;
                    end
                end
                withdraw_card: begin
                    if (~bank_card_insert) begin
                        state <= idle;
                    end
                    open_atm_dispense = 0;
                    open_atm_receive = 0;
                end
                default: state <= next_state;    
            endcase
        end
    end
    assign ready = (state == idle);
endmodule

===== ./run.sh =====
#!/bin/bash
# OpenROAD 26Q1-2900-gdf79404cd8, Yosys 0.63+post, stock flow scripts
make -C /OpenROAD-flow-scripts/flow DESIGN_CONFIG=/design/flow/config.mk WORK_HOME=/design/flow/orfs finish

==> reports/qor.yml <==
outcome: "finished clean"
edf_count: 0
antenna_left: 0
dr.pass1.iters: 4
grt_overflow: 0
wl_um: 10510
r2r_cells: 8
leakagePower_nw: 1.905
hold_path_class: "flop to flop"
tritoncts: "done"
relSlewSlack: 0.5313
critPathCaptureType: "flop"
topCellsByArea: "dfxtp_1 (21%), ha_1 (17%), a21oi_1 (4.5%)"
ctsResizeCount: 0
tightest_slew_ns: 0.7022
cts_hold_buf: 0
viasPerCell: 5.312
p_total_mw: 0.5075
finalSetupViolCount: 0
path_class: "primary input to flop"
ys_async_sr_fraction: 0
crit_arrival_ns: 4.96
syn_area_per_cell_um2: 7.836
critPathRequiredTime_ns: 9.38
ff_type: "dfxtp_1"
dp_hpwl_um: 7858
clock_latency_ns: 0.29
coreArea_um2: 13300
warnings: 51
most_common_cell: "ha_1"
wl_per_cell_um: 14.61
grt_max_degree: 60
whs_ns: 0.4452
grt_pass1_vias: 3587
fin_crit_sh: 0.5190
start_kind: "primary input"
maxSlewViolCount: 0
syn_to_final_growth_pct: 15.82
logic_area_um2: 2954
numSynthFlops: 42
antenna_found_initial: 0
antenna_cells: 0
ys_seq_share: 0.2056
power.density_nw_per_um2: 107.1
yosys_area_um2: 4090
fmax_ghz: 0.2095
vdd_drop_max_mv: 0.05544
synth_area_um2: 4090
top_cells_by_count: "ha_1 (54), nor2_1 (45), dfxtp_1 (42)"
layout-drive-gt1-share: 0.04604
syn_inst: 522
vias: 3819
drt_iter0_drc: 205
r2r_end: "savings_local[9]$_SDFFE_PP1P_"
drv_cap: 0
finClkSkew_ns: 0.005621
yosysTopAreaCell: "dfxtp_1"
port-buffer-count: 35
timing_hold_violations_final: 0
grt_usage: 0.1569
globalplace.congestion: 0.9125
rsz0062_at_grt: "false"
timing.rr.start: "savings_local[1]$_SDFFE_PP0P_"
cp_max_fo: 6
period_minus_slack_ns: 4.774
ys_cells: 522
hold_start: "state[2]$_DFF_P_"
drc_errors: 0
reg2reg_slack_ns: 6.29
clock_sinks: 42
whs_endpoint: "open_atm_receive$_SDFFE_PP0P_"
die_y_um: 118.8
clk_path_buf_depth: 2
top_cell_area_share: 0.2056
ys_types: 62
initCoreUtil: 0.3076
startpoint: "amount[1]"
grt_pass1_wl_um: 17590
rows: 42
fillCellCount: 1347
h-tree-depth: 2
yosysWarnings: 1
dieArea_um2: 14110
fp.dieW_um: 118.8
cts.reportedPaths.clkPinSlew_ns: 0.07
totalNegativeSetupSlack_ns: 0
cts_inserted_buffers: 5
whs_path_depth: 1
clockRootBuffer: "clkbuf_16"
regArea_um2: 842.1
num_io_pins: 36
cts_setup_buffers: 0
layer usage:
layer	up-vias	global-route usage	wire, µm
met5	-	0	0
met4	0	0.02215	137
met3	11	0.01969	528
met2	121	0.2445	4599
met1	1752	0.2387	5243
li1	1935	-	-
cell type report:
type | instances | area share
Inverter | 39 | 0.03090
Multi-Input combinational cell | 415 | 0.6236
Clock inverter | 3 | 0.01453
Clock buffer | 5 | 0.02641
Timing Repair Buffer | 39 | 0.08030
Tap cell | 176 | 0.04649
Sequential cell | 42 | 0.1778
power breakdown:
part           total (mW)  switching (mW)  leakage, nW  internal (mW)
Clock               0.234          0.0781       0.0940          0.156
Sequential          0.183        0.000337        0.340          0.182
Combinational      0.0907          0.0505         1.47         0.0401
Total               0.508           0.129         1.90          0.379
worst max path at each step:
stage                                            to  slack, ns  cells past startpoint
after CTS             savings_local[9]$_SDFFE_PP1P_       4.47                     10
after global routing  savings_local[9]$_SDFFE_PP1P_       4.27                     10
final                 savings_local[9]$_SDFFE_PP1P_       4.43                     10
metrics by stage:
stage               area, µm²    util  std cells  setup slack (ns)
floorplan                4090       -        522             5.083
CTS                      4737  0.3563        719             4.467
global route             4737  0.3563        719             4.272
detailed placement       4543  0.3417        711             4.198
finish                   4737  0.3563        719             4.426
global placement         4543  0.3417        711             4.228
worst max-delay path, stage by stage:
cell and delay, ns:
clkdlybuf4s50_1 0.51, inv_1 0.18, ha_1 0.38, nand2b_1 0.19
a2111oi_0 0.52, nor2_1 0.18, a2111oi_0 0.52, a2111oi_0 0.18
xnor2_1 0.16, a211o_1 0.30
sequential cells by signal (all words and copies together), names as in the netlist:
register / cells
open_atm_dispense: 1
savings_local: 14
chequing_local: 14
state: 12
open_atm_receive: 1
layout by cell type, fill, tap and decap left out, types with 13 or more instances in the layout:
| cell | count |
|---|---|
| a21oi_1 | 37 |
| dfxtp_1 | 41 |
| nor2b_1 | 14 |
| inv_1 | 39 |
| nand2_1 | 34 |
| ha_1 | 54 |
| nor2_1 | 45 |
| a211oi_1 | 18 |
| o21ai_0 | 30 |
| nor3_1 | 13 |
| nand3_1 | 13 |
| clkdlybuf4s50_1 | 35 |
cell families (layout without fill, tap and decap cells):
| logic type | count (synthesis) | after routing | synth area share |
|---|---|---|---|
| buffers and inverters | 65 | 86 | 0.07219 |
| adder cells (fa/ha/maj) | 58 | 58 | 0.1848 |
| AND/OR/NAND/NOR | 168 | 168 | 0.2053 |
| AND-OR/OR-AND | 164 | 164 | 0.2768 |
| multiplexers | 6 | 6 | 0.01468 |
| XOR/XNOR | 19 | 19 | 0.04069 |
| flip-flops | 42 | 42 | 0.2056 |
No activity file was given, so power comes from the tool's default toggle rates.
